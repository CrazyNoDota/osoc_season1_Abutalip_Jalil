$ cat design.v
module ArithmeticUnit(
	input logic carry_in,
	input logic [15:0] in_a,
	input logic [15:0] in_b,
	input logic [3:0] sel,
	output logic carry_out,
	output logic [15:0] alu_out
	);
	always@* begin
		case(sel)
			4'b0000: {carry_out,alu_out} = {1'b0, in_a} + {15'b0, carry_in};
			4'b0001: {carry_out,alu_out} = {1'b0,in_a} | {1'b0,in_b} + {15'b0, carry_in};
			4'b0010: {carry_out,alu_out} = {1'b0, in_a} | {1'b0, (~in_b)} + {15'b0, carry_in};
			4'b0011: {carry_out,alu_out} = {1'b1, 16'b0000000000000001} + {15'b0, carry_in};
			4'b0100: {carry_out,alu_out} = {1'b0, in_a} | ({1'b0,in_a} & {1'b0, (~in_b)}) + {15'b0, carry_in};
			4'b0101: {carry_out,alu_out} = ({1'b0,in_a} | {1'b0,in_b}) + (~({1'b0,in_a} & {1'b0,in_b})) + {15'b0, carry_in};
			4'b0110: {carry_out,alu_out} = {1'b0,in_a} - {1'b0,in_b} - 1 + {15'b0, carry_in};
			4'b0111: {carry_out,alu_out} = ({1'b0,in_a} & {1'b0, (~in_b)}) - 1 + {15'b0, carry_in};
			4'b1000: {carry_out,alu_out} = {1'b0,in_a} + ({1'b0,in_a} & {1'b0,in_b}) + {15'b0, carry_in};
			4'b1001: {carry_out,alu_out} = {1'b0,in_a} + {1'b0,in_b} + {15'b0, carry_in};
			4'b1010: {carry_out,alu_out} = ({1'b0,in_a} | {1'b0,(~in_b)}) + ({1'b0,in_a} & {1'b0,in_b}) + {15'b0, carry_in};
			4'b1011: {carry_out,alu_out} = ({1'b0, in_a} & {1'b0,in_b}) - 1 + {15'b0, carry_in};
			4'b1100: {carry_out,alu_out} = {1'b0, in_a} + {1'b0, in_a} + {15'b0, carry_in};
			4'b1101: {carry_out,alu_out} = ({1'b0, in_a} | {1'b0,in_b}) + {1'b0, in_a} + {15'b0, carry_in};
			4'b1110: {carry_out,alu_out} = ({1'b0, in_a} + {1'b0,(~in_b)}) + {1'b0, in_a} + {15'b0, carry_in};
			4'b1111: {carry_out,alu_out} = {1'b0, in_a} - 1 + {15'b0, carry_in};
		endcase
	end
endmodule
module LogicUnit(
	input logic [15:0] in_a,
	input logic [15:0] in_b,
	input logic [3:0] sel,
	output logic [15:0] alu_out
	);
	always@* begin
		case(sel)
			4'b0000: alu_out = ~in_a;
			4'b0001: alu_out = ~(in_a | in_b);
			4'b0010: alu_out = (~in_a) & in_b;
			4'b0011: alu_out = 0;
			4'b0100: alu_out = ~(in_a & in_b);
			4'b0101: alu_out = ~in_b;
			4'b0110: alu_out = in_a ^ in_b;
			4'b0111: alu_out = in_a & ~in_b;
			4'b1000: alu_out = ~in_a | in_b;
			4'b1001: alu_out = ~(in_a ^ in_b);
			4'b1010: alu_out = in_b;
			4'b1011: alu_out = in_a & in_b;
			4'b1100: alu_out = 1;
			4'b1101: alu_out = in_a | ~in_b;
			4'b1110: alu_out = in_a | in_b;
			4'b1111: alu_out = in_a;
		endcase
	end
	endmodule
module alu(
	input logic carry_in,
	input logic [15:0] in_a,
	input logic [15:0] in_b,
	input logic [3:0] sel,
	input logic mode,
	output logic carry_out,
	output logic compare,
	output logic [15:0] alu_out
	);
	reg[15:0] temp_a_out;
	reg[15:0] temp_l_out;
	reg arithmetic_carry_out;
	ArithmeticUnit myArithUnit(carry_in, in_a, in_b, sel,arithmetic_carry_out, temp_a_out);
	LogicUnit myLogicUnit(in_a, in_b,sel, temp_l_out);
	always@* begin
		case(mode)
			1'b0: begin 
				alu_out = temp_a_out;
				carry_out = arithmetic_carry_out;	
			end
			1'b1:begin
				alu_out = temp_l_out;
				carry_out = 0;
			end
		endcase
	end
	assign compare = (in_a == in_b);
	endmodule
$ cat run.sh
#!/bin/bash
# OpenROAD 26Q1-2900-gdf79404cd8, Yosys 0.63+post, stock flow scripts
make -C /OpenROAD-flow-scripts/flow DESIGN_CONFIG=/design/flow/config.mk WORK_HOME=/design/flow/orfs finish
$ cat config.mk
export PLATFORM = sky130hd
export DESIGN_NAME = alu
export DESIGN_NICKNAME = alu
export VERILOG_FILES = /design/flow/design.v
export SDC_FILE = /design/flow/constraint.sdc
export NUM_CORES = 4
export LEC_CHECK = 1
export CORE_UTILIZATION = 50
$ cat constraint.sdc
current_design alu

set clk_period 12.4
set clk_io_pct 0.2

create_clock -name clk0 -period $clk_period

set non_clock_inputs [all_inputs -no_clocks]
set_input_delay [expr $clk_period * $clk_io_pct] -clock clk0 $non_clock_inputs
set_output_delay [expr $clk_period * $clk_io_pct] -clock clk0 [all_outputs]
==> reports/writeup.txt <==
The flow ran to the end, and the final reports show no timing, DRC or antenna violations. With the layout-stage area growth over the synthesis result at 6.957%, the standard cell area after detailed placement is 12100 um2. The routed layout reports a DRC error count of 0.

For the first-pass GRT wire length, the log shows 93.17 mm. Number of antenna diodes: 0. The floorplan core density was 51.36%. The floorplan step set the die width to 152.4 um. Once the clock tree was built, the setup fixing pass inserted 0 buffers. Registers take 0 um2. The peak supply drop came out at 0.02542 mV. The run gives 82.30% for the final clock period utilization by the worst path. The arrival time at the worst endpoint is 7.73 ns. Sorting the synthesized cells by how often they occur yields nor2_1, nand2_1, a21oi_1. The tightest slew margin relative to the limit was 22.12%; the count of flip-flops and latches was 0. Type of the most critical hold path: in2out. The logs give 2211 for the number of fill cells and 1731 for the cell count after synthesis. With the layout cell share with drive strength beyond 1 at 5.830%, the iteration count of the initial detailed-routing pass is 8. The most common cell in the synthesized netlist is nor2_1. The mean number of vias per cell was 7.650; the last weighted congestion value of the routability-driven placer was 1.170. Setup repair after global routing left no endpoint under its margin. By area the synthesized netlist is led by ha_1, xnor2_1, a21oi_1, nor2_1, o21ai_0.

STA classifies the critical path startpoint as an input pin. Yosys stat counts 1731 cells in the synthesized netlist. The cell type that accounts for the most area after synthesis is ha_1. Per the layout area report, the combinational gate area comes to 10470 um2.

Summing the areas of all and, or, nand and nor instances in the mapped netlist gives 26.71% of the synthesized area. The pin count of the biggest net entering global routing is 55. Type of the setup path with the least slack: in2out. At the pin with the least slew margin, the transition time is 1.139 ns. After global routing the overflow that remains totals 0. The chip area line in the Yosys stat output reads 11310 um2. The synthesis run identifies the leading combinational cell family as AND-OR/OR-AND gates. Timing-limited maximum frequency: 0.09799 GHz. The core region is 22030 um2. The max capacitance violation total is 0, and the overall power of the completed layout is 561.9 uW. In this run the tool buffered the top-level ports with 56 buffer cells.

The logs give 84 for the number of distinct library cells after synthesis and 0.004558 uW for the leakage power summed over all cells. The HPWL reported at the end of detailed placement is 48.63 mm. Wire length reported by the detailed router: 64.70 mm. The finished cells cover 12100 um2.

Per the detail_route report, routed wire per instance is 32.71 um. The vertical die dimension was 152.4 um. Once detail routing completed, the nets flagged for antenna violations numbered 0. The share of the synthesized area in the top cell type works out to 14.38%.

The critical path maximum fanout is 11. For reference, the post-synthesis area per instance comes to 6.536 um2. Total global-route track usage over all layers is 55.30%. The post-route worst setup slack is 2.195 ns, and the total number of yosys warnings is 3. The register share after synthesis came out at 0%. The number of rows in the core area is 54, and the number of global-route vias before repair is 13750. The tools report the count of placed standard cells including taps as 1978. In this run, the synthesized area fraction spent on adder and majority cells is recorded as 15.26%.

After synthesis the cells add up to 11310 um2. STA on the placed design reports a worst setup slack of 2.475 ns. The total of hold buffers inserted after clock tree synthesis was 0.

The number of failing setup endpoints in the final timing report came out at 0. The OpenROAD report gives the critical path a required time of 9.92 ns. Max-slew check failures listed in the final report amount to 0. The overall die size recorded for this design is 23230 um2.

For this design the ratio of total power to cell area is 46.44 nW/um2. The number of vias after detailed routing was 15130; the number of gates given a new drive strength after cts was 0. The run gives 0 for the layout clock buffer count. The synthesized-area fraction occupied by xor and xnor cells works out to 12.08%. The setup total negative slack was 0 ns. The tools report the number of antenna violations at the first check in global routing as 2. The synthesis run shows multiplexers occupying 3.904% of the cell area. Counting I/O delays and the setup requirement, the final critical path takes 10.21 ns.

The worst setup path is captured at an output port. The count of cells in the finished layout, fillers not included, comes to 1978. The detailed router finished its first iteration with 2255 violations. The tools report the number of top-level pins as 56. Summing over the stages, the warning tally comes to 119. The cell-mix breakdown from Yosys lists the compound-gate area share as 34.43%.

The final hold violation count recorded for this run is 0.
worst paths after layout:
| kind | from | end | cells past startpoint |
|---|---|---|---|
| setup / recovery | carry_in | alu_out[14] | 13 |
| hold / removal | sel[0] | alu_out[7] | 6 |
power by group:
group          total [uW]  switching [uW]  internal [uW]
Clock                   0               0              0
Combinational         562             367            195
Sequential              0               0              0
worst max-delay path: stages:
cell	delay (ns)
clkdlybuf4s50_1	0.64
inv_1	0.37
ha_1	0.28
ha_1	0.24
nor3b_1	0.89
nand2_1	0.40
nor4_1	0.55
xor2_1	0.16
a221o_1	0.37
or4_1	0.39
nor4_1	0.34
a31oi_1	0.16
clkdlybuf4s50_1	0.44
logic make-up (layout without fill, tap and decap cells):
logic type,after synthesis,after routing
xor+xnor,156,156
mux,41,41
simple gates,592,592
buf+inv,224,191
fa+ha+maj,135,135
compound gates,583,583
cell usage in the layout (no fill, tap or decap), types with 6 or more instances in the layout:
cell type / instances
nor2_1: 149
nand2_1: 135
a21oi_1: 133
ha_1: 130
xnor2_1: 111
o21ai_0: 103
inv_1: 70
buf_4: 61
o22ai_1: 55
nor3_1: 53
clkdlybuf4s50_1: 52
xor2_1: 45
nand3_1: 39
nor2b_1: 35
nor4_1: 35
mux2i_1: 34
a31oi_1: 32
o221ai_1: 31
nand4_1: 29
a221oi_1: 29
a211oi_1: 21
a22oi_1: 21
o211ai_1: 20
and3_1: 18
nand2b_1: 18
a2111oi_0: 14
a21o_1: 12
a221o_1: 12
or3_1: 10
o31ai_1: 10
o21a_1: 10
or2_2: 9
and2_1: 9
or4_1: 9
o2111ai_1: 9
nor3b_1: 8
a311oi_1: 6
cell type report:
cell class                 instances  share of cell area, %
multi-input combinational       1507                  86.56
timing repair buffer             117                  8.251
tap                              280                  2.895
inverter                          74                  2.296
metal layers:
layer	part of all wire [%]	vias up	global-route usage [%]
met3	18	392	27.27
met5	0.17	-	4.348
met4	7.9	4	32.56
li1	-	6423	-
met2	37	1421	72.96
met1	37	6892	71.48
per-stage QoR:
stage	hold slack [ns]	util, %
after floorplan	5.150	-
after global placement	6.027	54.94
after detailed placement	6.036	54.94
after CTS	6.044	54.94
after global routing	6.136	54.94
final	6.065	54.94
Power figures rest on the tool's default switching activity, not on a simulated workload.
