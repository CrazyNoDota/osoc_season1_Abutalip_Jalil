[design/flow/config.mk]
export PLATFORM = sky130hd
export DESIGN_NAME = mux
export DESIGN_NICKNAME = mux
export VERILOG_FILES = /design/flow/design.v
export SDC_FILE = /design/flow/constraint.sdc
export NUM_CORES = 4
export LEC_CHECK = 1
export CORE_AREA = 10 10 90 90
export DIE_AREA = 0 0 100 100
[design/flow/design.v]
module mux(
    input [15:0] reg0,
    input [15:0] reg1,
    input [15:0] reg2,
    input [15:0] reg3,
    input [15:0] reg4,
    input [15:0] reg5,
    input [15:0] reg6,
    input [15:0] reg7,
    input [2:0] sel,
    output logic [15:0] out
);
    always@(*) begin
        case(sel)
            3'd0: out = reg0;
            3'd1: out = reg1;
            3'd2: out = reg2;
            3'd3: out = reg3;
            3'd4: out = reg4;
            3'd5: out = reg5;
            3'd6: out = reg6;
            3'd7: out = reg7;
            default: out = 16'd0;
        endcase
    end
endmodule
[design/flow/constraint.sdc]
current_design mux

set clk_period 3.4
set clk_io_pct 0.2

create_clock -name clk0 -period $clk_period

set non_clock_inputs [all_inputs -no_clocks]
set_input_delay [expr $clk_period * $clk_io_pct] -clock clk0 $non_clock_inputs
set_output_delay [expr $clk_period * $clk_io_pct] -clock clk0 [all_outputs]
[design/flow/run.sh]
#!/bin/bash
# OpenROAD 26Q1-2900-gdf79404cd8, Yosys 0.63+post, stock flow scripts
make -C /OpenROAD-flow-scripts/flow DESIGN_CONFIG=/design/flow/config.mk WORK_HOME=/design/flow/orfs finish
==> impl_metrics.py <==
# Metrics from the implementation run
metrics = {
    "hold_path": {
        "min_path_type": "primary input to primary output",
    },
    "final_timing": {
        "unrepaired_setup_endpoints_after_global_routing": "false",
        "setup-violations-final": 0,
        "setup-tns-final_ps": 0,
        "fmax_mhz": 309,
        "relSlewSlack": 0.780,
        "fin_hold_ws_ps": 2240,
        "tightest_slew_ps": 330,
        "timing_max_transition_violations_final": 0,
        "final.min_clock_period_ps": 3240,
        "finalHoldViolCount": 0,
        "layout_worst_path_cycle_share": 0.952,
    },
    "synth": {
        "yosys_warning_tally": 1,
        "synth.logic.top_family": "AND-OR/OR-AND gates",
        "netlist_top_cells_area": "a22oi_1 (15%), mux2i_1 (13%), nand2b_1 (8.4%)",
        "cell_type_with_the_largest_total_area": "a22oi_1",
        "synth-xor-area-share": 0,
        "yosys-stat-cells": 177,
        "synthMuxAreaShare": 0.145,
        "synth-adder-area-share": 0,
        "syn_area_um2": 1110,
        "synth.avg_cell_area_um2": 6.30,
        "netlist.area_leader.share": 0.155,
        "synth.cellmix.compoundShare": 0.395,
        "synthCells": 177,
        "yosysChipArea_um2": 1110,
        "synth.lib_cells_used.distinct": 27,
        "synth.yosys.seq_area_share": 0,
        "yosys.area_share.simple": 0.329,
    },
    "route": {
        "wirelength_met1_mm": 2.72,
        "remaining_drc_errors": 0,
        "initialDrtViolationCount": 50,
        "residual_antenna_violating_net_count_after_detailed_routing": 0,
        "detail_route.wl_per_cell_um": 17.1,
        "topRoutingLayerUsed": "met4",
        "antenna_cells_inserted": 0,
        "detailroute.wirelength.met2_mm": 3.31,
        "route.final.wire_length_mm": 6.90,
        "vias_after_detailed_routing": 1828,
        "viasPerCell": 4.52,
        "detailroute.wirelength.met3_um": 848,
        "first_pass_iters": 6,
    },
    "die": {
        "num_io_pins": 147,
        "chipWidth_um": 100,
        "floorplan.rows": 29,
        "floorplan.core_area_um2": 6280,
        "floorplan_core_density": 0.178,
        "floorplan.die_area_um2": 10000,
        "die_h_um": 100,
    },
    "setup_path": {
        "critical_path.startpoint_type": "primary input",
        "worst_path_largest_cell_delay_ps": 490,
        "cp.buffers_inverters": 4,
        "worst_path_dominant_cell_family": "buffers and inverters",
        "crit_start": "sel[0]",
        "path_depth": 7,
        "critical_path.cell_chain": "clkdlybuf4s50_1 -> buf_4 -> nor2_1 -> buf_4 -> a22oi_1 -> a31oi_1 -> clkdlybuf4s50_1",
        "crit_fanout": 22,
        "criticalPathCategory": "primary input to primary output",
        "setup.worst_path.end": "out[13]",
        "arrival_ps": 2560,
        "crit_required_ps": 2720,
        "timing.critical_path.slowest_stage_cell": "clkdlybuf4s50_1",
        "setup.worst_path.end_class": "primary output",
    },
    "power_and_ir_drop": {
        "worst_ir_drop_vdd_uv": 55.4,
        "total_power_mw": 0.328,
        "p_leak_nw": 1.05,
        "power.density_nw_per_um2": 121,
    },
    "clock_tree": {
        "postCtsHoldBufs": 0,
        "post_cts.repair.setup_buffers": 0,
        "cts-resized-gates": 0,
    },
    "global_routing": {
        "remaining_overflow_grt": 0,
        "grt_start_max_net_pins": 23,
        "grt_antenna_before_repair": 0,
        "global_route.usage.total": 0.130,
        "first_global_vias": 1997,
        "grt_first_pass_wirelength_mm": 10.6,
    },
    "flow_run": {
        "max_cap_violations": 0,
        "warnings": 32,
    },
    "placement": {
        "place.gp.congestion": 0.819,
        "port_buffer_count": 147,
        "dpl.cell_count": 404,
        "detailedPlacementHpwl_mm": 6.12,
    },
    "finish": {
        "areaGrowthSynthToFinish_pct": 143,
        "final_layout_top_logic_cell": "clkdlybuf4s50_1",
        "lay_top_cells": "clkdlybuf4s50_1 (146), a22oi_1 (23), nor2_1 (20), buf_4 (20)",
        "fin_cells": 404,
        "seq_area_um2": 0,
        "layout.filler_cells": 633,
        "final_core_utilization": 0.432,
        "fraction_of_final_layout_cells_with_drive_strength_greater_than_1": 0.0826,
        "clock_buffers": 0,
        "seq_cells": 0,
    },
    "outcome": {
        "run_status": "complete, no violations",
    },
}
cells by family (layout without fill, tap and decap cells):
| family | Yosys count | count (layout) |
|---|---|---|
| AND-OR/OR-AND | 68 | 68 |
| AND/OR/NAND/NOR | 72 | 72 |
| multiplexers | 16 | 16 |
| buffers and inverters | 21 | 171 |
power breakdown:
group / total [mW] / switching, mW / internal, mW
combinational: 0.328 / 0.0971 / 0.231
sequential: 0 / 0 / 0
clock: 0 / 0 / 0
metal layers:
layer	vias to the layer above	global-route usage
li1	957	-
met1	785	0.149
met5	-	0
met2	84	0.228
met4	0	0.00435
met3	2	0.0583
cells in the mapped netlist, drive strengths merged:
| master | count |
|---|---|
| o22ai | 1 |
| mux2 | 1 |
| a221oi | 3 |
| nor3 | 1 |
| and2 | 2 |
| nor2b | 4 |
| nand3 | 11 |
| clkbuf | 2 |
| nand2b | 15 |
| buf | 16 |
| mux2i | 15 |
| inv | 3 |
| o21ai | 13 |
| nor3b | 1 |
| a31oi | 12 |
| or3 | 1 |
| nor2 | 21 |
| a21oi | 12 |
| nand3b | 1 |
| a22oi | 23 |
| nand2 | 15 |
| a22o | 4 |
cell type report:
| class | instances | area [um2] | share of cell area |
|---|---|---|---|
| Tap cell | 77 | 96.3 | 0.0355 |
| Multi-Input combinational cell | 156 | 968 | 0.357 |
| Inverter | 3 | 11.3 | 0.00415 |
| Timing Repair Buffer | 168 | 1640 | 0.603 |
metrics by stage:
step / cell area (um2) / setup slack (ps)
2_1_floorplan: 1110 / 1210
3_3_place_gp: 2710 / 127
3_5_place_dp: 2710 / 144
4_1_cts: 2710 / 141
5_1_grt: 2710 / 15.0
6_report: 2710 / 164
worst min path at each step:
stage      start       to  slack [ps]  depth (start not counted)
4_1_cts   sel[1]  out[11]        2260                          4
5_1_grt   sel[1]  out[11]        2300                          4
6_report  sel[1]  out[11]        2240                          4
Power figures rest on the tool's default switching activity, not on a simulated workload.
