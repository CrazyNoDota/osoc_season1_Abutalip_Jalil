==> flow/design.v <==
module ControlUnit(
    input clk,
    input reset,
    input logic [15:0] instruction,
    input run,
    output logic [3:0] alu_sel,
    output logic [2:0] mux_sel,
    output mode,
    output en_s,  
    output en_c,  
    output en_0,  
    output en_1,  
    output en_2,  
    output en_3,  
    output en_4,  
    output en_5,  
    output en_6,  
    output en_7,  
    output en_inst,  
    output logic done
);
    typedef enum logic [1:0] {S0, S1, S2, IDLE} state_t;
    state_t state, next_state;
    always@(posedge clk or posedge reset) begin
        if (reset) begin
            state <= S0;
        end else begin
            state <= next_state;
        end
    end
    always@(*) begin
        alu_sel = 4'd0;
        mux_sel = 3'd0;
        mode = 1'b0;
        en_s = 1'b0;
        en_c = 1'b0;
        en_0 = 1'b0;
        en_1 = 1'b0;
        en_2 = 1'b0;
        en_3 = 1'b0;
        en_4 = 1'b0;
        en_5 = 1'b0;
        en_6 = 1'b0;
        en_7 = 1'b0;
        en_inst = 1'b0;
        done = 1'b0;
        case(state)
                IDLE: begin
                    done = 0;
                    next_state = S0;
                    en_inst = 1;
                    if (run)
                        next_state = S0;
                    else
                        next_state = IDLE;
                end
                S0: begin 
                    mux_sel = instruction[15:13];
                    en_s = 1;
                    next_state = S1;
                    en_c = 0;
                    en_0 = 0;
                    en_1 = 0;
                    en_2 = 0;
                    en_3 = 0;
                    en_4 = 0;
                    en_5 = 0;
                    en_6 = 0;
                    en_7 = 0;
                    done = 0;
                    en_inst = 0;
                end
                S1: begin
                    mux_sel = instruction[12:10];
                    en_s = 0;
                    en_c = 1;
                    alu_sel = instruction[6:3];
                    mode = instruction[2];
                    done = 0;
                    next_state = S2;
                end
                S2: begin
                    done = 1;
                    next_state = IDLE;
                    en_inst = 1;
                    case(instruction[15:13])
                        3'd0: en_0 = 1;
                        3'd1: en_1 = 1;
                        3'd2: en_2 = 1;
                        3'd3: en_3 = 1;
                        3'd4: en_4 = 1;
                        3'd5: en_5 = 1;
                        3'd6: en_6 = 1;
                        3'd7: en_7 = 1;
                    endcase
                end
                default: next_state = S0;
        endcase
    end
endmodule
==> flow/run.sh <==
#!/bin/bash
# OpenROAD 26Q1-2900-gdf79404cd8, Yosys 0.63+post, stock flow scripts
make -C /OpenROAD-flow-scripts/flow DESIGN_CONFIG=/design/flow/config.mk WORK_HOME=/design/flow/orfs finish
==> flow/config.mk <==
export PLATFORM = sky130hd
export DESIGN_NAME = ControlUnit
export DESIGN_NICKNAME = ControlUnit
export VERILOG_FILES = /design/flow/design.v
export SDC_FILE = /design/flow/constraint.sdc
export NUM_CORES = 4
export LEC_CHECK = 1
export CORE_AREA = 10 10 70 70
export DIE_AREA = 0 0 80 80
==> flow/constraint.sdc <==
current_design ControlUnit

set clk_period 2.1
set clk_io_pct 0.2

create_clock -name clk0 -period $clk_period [get_ports {clk}]

set non_clock_inputs [all_inputs -no_clocks]
set_input_delay [expr $clk_period * $clk_io_pct] -clock clk0 $non_clock_inputs
set_output_delay [expr $clk_period * $clk_io_pct] -clock clk0 [all_outputs]
==> flow_summary.json <==
{
  "status": "complete, no violations",
  "synthesis.area_um2": 287.8,
  "ys_seq_elements": 4,
  "slew_viol_final": 0,
  "largest_registers": "state (4)",
  "holdWs_ns": 0.3547,
  "floorplan.core_util_pct": 8.425,
  "p_leak_uw": 0.0003129,
  "via_count": 392,
  "clk_latency_ns": 0.24,
  "fin_crit_ns": 2.011,
  "ys_seq_share_pct": 35.22,
  "yosys_cells": 36,
  "synth_cell_types": 13,
  "pwr-share-clk_pct": 45.0,
  "top_cells_by_area": "dfrtp_1, and2_1, dfstp_2",
  "warnings": 32,
  "wire_per_inst_um": 10.92,
  "p_seq_share_pct": 32.5,
  "track_usage_pct": 3.619,
  "p_sw_share_pct": 20.76,
  "first_pass_iters": 3,
  "regMostFlops": "state",
  "largest_register_ffs": 4,
  "overflow": 0,
  "htree_num_levels": 1,
  "setup_ws_ns": 0.08890,
  "final.period_utilization_pct": 95.77,
  "placedCellCount": 115,
  "finalClockSkew_ns": 0.007862,
  "grt_antenna_before_repair": 0,
  "drt_iter0_markers": 9,
  "grt_max_degree": 9,
  "power.switching_uw": 49.47,
  "hpwl_mm": 1.121,
  "post-place-ws_ns": -0.06792,
  "cp_max_fo": 6,
  "clk_path_buf_depth": 2,
  "row_count": 21,
  "avgSynthCellArea_um2": 7.994,
  "grt_pass1_vias": 398,
  "route.detailed.drc": 0,
  "start_kind": "flop",
  "dieArea_um2": 6400,
  "die_x_um": 80,
  "cell_internal_pwr_uw": 188.8,
  "placed_area_um2": 675.6,
  "synthToLayoutAreaGrowth_pct": 155.7,
  "yosysTopAreaCell": "dfrtp_1",
  "yosys-stat-area_um2": 287.8,
  "netlist.area_leader.share_pct": 26.09,
  "cap_viol_max_count": 0,
  "num_antenna_cells": 0,
  "critPathKind": "reg2out",
  "path_clk_slew_ns": 0.04,
  "hold_class": "in2async",
  "peakVddDrop_mv": 0.1033,
  "setup_viol": 0,
  "cts_inserted_buffers": 3,
  "io-pin-count": 39,
  "portBuffers": 33,
  "maxSlewHeadroom_pct": 83.65,
  "cts_tree": "built",
  "place_congestion": 0.7253,
  "grt_pass1_wl_mm": 1.911,
  "combPwrFrac_pct": 22.5,
  "synth_warnings": 37,
  "cts.sinks": 4,
  "crit_arrival_ns": 1.59,
  "ant_nets": 0,
  "n_fill_cell": 383,
  "worstMarginPinSlew_ns": 0.2452,
  "wirelength_mm": 1.310,
  "hold_buffers": 0,
  "vias_per_cell": 3.267,
  "netlist_instances": 36,
  "powerDensity_nw_per_um2": 323.9,
  "die_h_um": 80,
  "fmax_ghz": 0.4972,
  "root_buffer": "clkbuf_4",
  "finalInstanceArea_um2": 735.7,
  "hold_violations": 0,
  "core_area_um2": 3416,
  "final_cells": 120,
  "rsz0062_at_grt": "true",
  "reg2reg_depth": 1,
  "worstPathRequired_ns": 1.68,
  "end_kind": "output port",
  "drive_above_1_share_pct": 17.57
}
## worst paths after layout
kind	startpoint	to	slack [ns]
min	reset	state[2]$_DFF_PP0_	0.35
min reg2reg	state[0]$_DFF_PP1_	state[2]$_DFF_PP0_	0.41
max in group asynchronous	reset	state[0]$_DFF_PP1_	1.52
max	state[3]$_DFF_PP0_	alu_sel[1]	0.09
max reg2reg	state[1]$_DFF_PP0_	state[3]$_DFF_PP0_	1.32
min in group clk0	state[0]$_DFF_PP1_	state[2]$_DFF_PP0_	0.41
## critical path, stage by stage (launching register included)
cell and delay, ns:
dfrtp_1 0.44, nor3_4 0.28, and2_1 0.16, clkdlybuf4s50_1 0.48
## timing repair
| action | 4_1_cts | 5_1_grt |
|---|---|---|
| setup buffers | 0 | 1 |
| gates resized | 4 | 6 |
| endpoints found under the setup margin | 7 | 12 |
| pin swaps | 0 | 1 |
## power by group through the flow
stage                 sequential (uW)  clock, uW  combinational (uW)
after global routing             77.4        119                58.3
after CTS                        77.5        111                53.5
final                            77.5        107                53.6
## per-layer routing
metal	part of all wire, %	GRT usage [%]	wire length (um)	vias up
met5	0	0	0	-
met4	1.5	0.8803	19	0
met3	7.2	0.7955	94	2
met2	57	7.063	743	15
met1	35	3.743	452	183
li1	-	-	-	192
## cell families after synthesis
logic type | synth area share (%)
simple gates | 49.14
flops | 35.22
compound gates | 11.74
buf+inv | 3.913
## through the flow
step | util [%] | total power, uW | setup TNS, ns
finish | 21.54 | 238.3 | 0
global route | 21.54 | 254.4 | -0.0006745
CTS | 20.73 | 242.0 | -0.001090
detailed placement | 19.78 | 132.3 | -0.2578
global placement | 19.78 | 131.9 | -0.1337
floorplan | - | 89.02 | 0
## cell usage in the layout (no fill, tap or decap)
master | synthesis | layout
a21o_1 | 1 | 1
inv_1 | 3 | 3
clkdlybuf4s50_1 | 0 | 30
nor3_4 | 1 | 1
dfstp_2 | 1 | 1
nand2b_1 | 3 | 2
dfrtp_1 | 3 | 2
a22o_1 | 3 | 3
dlygate4sd2_1 | 0 | 2
nor2_1 | 7 | 5
nor2_2 | 0 | 2
nor2b_1 | 2 | 2
clkbuf_4 | 0 | 3
nand2_2 | 0 | 1
nand2b_4 | 0 | 1
dlymetal6s2s_1 | 0 | 1
dfrtp_2 | 0 | 1
clkbuf_1 | 0 | 1
and2_1 | 6 | 6
nor3_2 | 0 | 2
nor3_1 | 3 | 1
nand2_1 | 2 | 1
buf_4 | 0 | 1
and2b_1 | 1 | 1
## cell type report
type	count	area, um^2	area share (%)
multi-input combinational	29	200.2	27.21
clock buffer	4	26.28	3.571
inverter	3	11.26	1.531
sequential	4	102.6	13.95
tap	46	57.56	7.823
timing repair buffer	34	337.8	45.92
## cells in the mapped netlist (all sizes together)
master	instances
nor2	7
and2	6
nor3	4
a22o	3
dfrtp	3
inv	3
nand2b	3
nand2	2
nor2b	2
a21o	1
and2b	1
dfstp	1
No activity file was given, so power comes from the tool's default toggle rates.
